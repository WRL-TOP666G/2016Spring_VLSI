$ cat design.v
`timescale 1ns/10ps
module regfile (clk,rst,reg_enable,reg_write,src1_addr,
				src2_addr,write_addr,write_data,src1,src2);
input 						clk;
input 						rst;
input 						reg_enable;
input 						reg_write;
input 	[6-1:0]		src1_addr;
input 	[6-1:0]		src2_addr;
input 	[6-1:0]		write_addr;
input   [32-1:0]		write_data;
output  [32-1:0]		src1;
output 	[32-1:0]		src2;		
reg		[32-1:0]		src1;
reg		[32-1:0]		src2;	
reg		[32-1:0]		REG[64-1:0] ;
integer i;
always@(posedge clk)begin
	if(rst)begin
		for(i=0; i<64;i=i+1)
			REG[i] <=32'b0;
		src1 <=32'b0;
		src2 <=32'b0;
		end
	else begin
		if(reg_enable)begin
			if(reg_write)
				REG[write_addr] <=write_data;
			else begin
				src1 <=REG[src1_addr];
				src2 <=REG[src2_addr];
				end
			end
		else begin
			src1 <=32'b0;
			src2 <=32'b0;
			end
		end
	end
endmodule
$ cat run.sh
#!/bin/bash
# OpenROAD 26Q1-2900-gdf79404cd8, Yosys 0.63+post, stock flow scripts
make -C /OpenROAD-flow-scripts/flow DESIGN_CONFIG=/design/flow/config.mk WORK_HOME=/design/flow/orfs finish
$ cat config.mk
export PLATFORM = sky130hd
export DESIGN_NAME = regfile
export DESIGN_NICKNAME = regfile
export VERILOG_FILES = /design/flow/design.v
export SDC_FILE = /design/flow/constraint.sdc
export NUM_CORES = 4
export LEC_CHECK = 1
export CORE_UTILIZATION = 30
$ cat constraint.sdc
current_design regfile

set clk_period 19.0
set clk_io_pct 0.2

create_clock -name clk0 -period $clk_period [get_ports {clk}]

set non_clock_inputs [all_inputs -no_clocks]
set_input_delay [expr $clk_period * $clk_io_pct] -clock clk0 $non_clock_inputs
set_output_delay [expr $clk_period * $clk_io_pct] -clock clk0 [all_outputs]
==> tab_implementation.tex <==
% Yosys + OpenROAD metrics
\begin{tabular}{lr}
\hline
Metric & Value \\
\hline
\multicolumn{2}{l}{\textbf{Synthesis}} \\
\quad Dominant cell area share & 55.12\% \\
\quad Dominant register cell & edfxtp\_1 \\
\quad Cell type with the largest total area after synthesis & edfxtp\_1 \\
\quad Proportion of synthesized chip area in sequential cells & 56.27\% \\
\quad Yosys reg bits & 2112 \\
\quad Yosys stat chip area & 111600 um2 \\
\quad Syn Area/Cell & 14.87 um2 \\
\quad Gate count of the mapped netlist & 7503 \\
\quad Cell Type Count & 53 \\
\quad Xor-xnor portion of the synthesized cell area & 0\% \\
\quad EDFF count, synth & 2048 \\
\quad Cell count listed in synth\_stat.txt & 7503 \\
\quad Async set or reset register ratio after synthesis & 0\% \\
\quad Synth Warn \# & 1 \\
\quad Area fraction in compound gates & 3.771\% \\
\quad Netlist area before placement & 111600 um2 \\
\quad Main area contributors & edfxtp\_1 55\%, mux4\_2 19\%, and2\_1 12\% \\
\quad Adder-cell share of the synthesized area & 0\% \\
\quad Simple-gate portion of the synthesized area & 13.79\% \\
\quad Area fraction in mux cells & 22.84\% \\
\quad Top non-seq family & multiplexers \\
\multicolumn{2}{l}{\textbf{Routing}} \\
\quad Wire length on met3 & 85290 um \\
\quad Drt first-iter violations & 5153 \\
\quad Post-detailed-routing wire length & 446700 um \\
\quad Via/cell ratio & 5.614 \\
\quad Antenna Nets Post-Route & 0 \\
\quad Total DRC errors in the routed layout & 0 \\
\quad Total via count after detailed routing & 70600 \\
\quad Average routed wire per standard cell & 35.52 um \\
\quad Highest metal layer with signal wires & met5 \\
\quad Wl on met1 & 124300 um \\
\quad Pre-antenna DRT Iters & 6 \\
\quad Met2 routed wirelength & 191800 um \\
\multicolumn{2}{l}{\textbf{Critical path}} \\
\quad Worst endpoint required time & 19760 ps \\
\quad Maximum cell stage delay along the critical path & 730 ps \\
\quad Kind of cell adding the most delay to the critical path & buffers and inverters \\
\quad Critical path fanouts, max & 48 \\
\quad Type of origin of the critical path & input pin \\
\quad CP cell instances & buf\_8 -> buf\_4 -> buf\_4 -> buf\_4 -> buf\_4 -> buf\_4 -> buf\_4 -> mux4\_2 -> mux2i\_1 -> nor3\_1 -> a211oi\_1 -> nand3\_1 \\
\quad Crit Path Category & input pin to flip-flop \\
\quad Startpoint of the most critical register-to-register path & REG[47][24] \\
\quad Critical Path Source & src1\_addr[0] \\
\quad Cell mode on critical path & buf\_4 \\
\quad Count of cells along the worst register-to-register path & 5 \\
\quad Endpoint type of the worst setup path & flip-flop \\
\quad Buffers \& Inverters on Critical Path & 7 \\
\quad Endpoint of the most critical register-to-register path & src2[24] \\
\quad FF-to-FF setup slack & 16040 ps \\
\quad CP max-delay cell & buf\_4 \\
\quad CP arrival & 9480 ps \\
\multicolumn{2}{l}{\textbf{Floorplanning}} \\
\quad Total I/O pin count & 118 \\
\quad Placeable core area & 369400 um2 \\
\quad Floorplan die height & 611.9 um \\
\quad Area of the die & 374400 um2 \\
\quad Initial core utilization & 30.20\% \\
\quad Row Count & 223 \\
\quad Horizontal die dimension & 611.9 um \\
\multicolumn{2}{l}{\textbf{Power}} \\
\quad Final Power & 11.44 mW \\
\quad Peak supply drop & 0.07250 mV \\
\quad Part of the power in registers & 47.9\% \\
\quad Switching power of the nets & 2.889 mW \\
\quad PD cells & 90.66 nW/um2 \\
\quad Cell internal pwr & 8.547 mW \\
\quad Clock share of power & 40.4\% \\
\quad Static leakage power & 42.76 nW \\
\quad Combinational cell fraction of total power & 11.7\% \\
\quad Net Sw Frac & 25.26\% \\
\multicolumn{2}{l}{\textbf{Final timing}} \\
\quad Share of the cycle needed by the critical path after routing & 45.85\% \\
\quad Setup repair after global routing missed its margin & no \\
\quad Worst setup skew after layout & 66.31 ps \\
\quad Number of slew-limit violations in the final report & 0 \\
\quad Final Worst Setup Slack & 10290 ps \\
\quad Final total negative setup slack & 0 ps \\
\quad Worst slew margin relative to its limit & 16.49\% \\
\quad Count of endpoints failing setup in the final report & 0 \\
\quad Final tally of hold violations & 0 \\
\quad Achievable Freq & 114.8 MHz \\
\quad Time the worst path needs with I/O delays and setup & 8712 ps \\
\quad Worst Max-Slew Pin Slew & 1239 ps \\
\multicolumn{2}{l}{\textbf{Global route}} \\
\quad Total routing resource utilization after global routing & 25.32\% \\
\quad Via count of the first global-routing pass & 76030 \\
\quad First-pass GRT wire length & 610100 um \\
\quad Initial antenna violation count & 51 \\
\quad Largest net degree at the start of global routing & 80 \\
\quad Grt ovf & 0 \\
\multicolumn{2}{l}{\textbf{Clock network}} \\
\quad Maximum clock path buffer count & 4 \\
\quad Hold bufs inserted after CTS & 0 \\
\quad Clock edge transition at the registers on the reported setup and hold paths & 60 ps \\
\quad Gates resized, CTS repair & 0 \\
\quad Clk Tree Root Cell & clkbuf\_16 \\
\quad TritonCTS clock tree & built \\
\quad Clock H-tree levels & 4 \\
\quad TritonCTS Buffers & 230 \\
\quad Post-CTS repair timing setup buffer count & 0 \\
\quad Number of sinks driven by the clock tree & 2112 \\
\quad Clock latency on the worst-skew pair & 930 ps \\
\multicolumn{2}{l}{\textbf{Job}} \\
\quad Total tool warning count & 26 \\
\quad Maxcap violations & 0 \\
\multicolumn{2}{l}{\textbf{Cells and area}} \\
\quad Fraction of final layout cells sized beyond drive strength 1 & 25.20\% \\
\quad Most frequently placed logic cells in the final layout & 2051 x and2\_1, 2048 x edfxtp\_1, 917 x mux4\_2, 406 x mux2i\_1, 362 x buf\_4 \\
\quad Most common logic cell in the routed design & and2\_1 \\
\quad Area added between synthesis and finish & 13.05\% \\
\quad Utilization after layout & 34.15\% \\
\multicolumn{2}{l}{\textbf{Worst hold path}} \\
\quad Number of instances on the worst hold path & 2 \\
\quad Min-delay worst type & flip-flop to flip-flop \\
\quad Worst Hold Path EP & src1[0] \\
\quad Hold Crit Start & src1[0] \\
\multicolumn{2}{l}{\textbf{Place}} \\
\quad Final weighted congestion of routability-driven global placement & 0.9785 \\
\quad Half-perimeter wire length after detailed placement & 273400 um \\
\quad Number of input and output port buffers inserted & 117 \\
\quad Dpl ws & 9323 ps \\
\multicolumn{2}{l}{\textbf{Run status}} \\
\quad Run status & completed \\
\hline
\end{tabular}
power groups by stage:
stage | clock, mW | combinational [mW] | sequential, mW
6_report | 4.62 | 1.34 | 5.48
4_1_cts | 4.65 | 1.30 | 5.48
5_1_grt | 4.81 | 1.37 | 5.50
metal layers:
layer / up-vias / track usage [%]
met2: 5934 / 35.40
met5: - / 5.967
met1: 34590 / 23.28
met4: 68 / 18.11
met3: 1386 / 21.36
li1: 28620 / -
worst max-delay path by stage:
stage / to / cells past startpoint
5_1_grt: src1[3] / 12
6_report: src1[3] / 12
4_1_cts: src1[3] / 12
through the flow:
step / cell area, um2 / cells / hold WS [ps]
finish: 126100 / 12580 / 543.6
floorplan: 111600 / 7503 / 415.0
global route: 126100 / 12550 / 574.0
detailed placement: 118400 / 12120 / 534.9
CTS: 126100 / 12540 / 548.3
global placement: 118400 / 12120 / 542.1
cells by family after synthesis:
group | Yosys count
AOI/OAI and AO/OA | 589
buffers and inverters | 823
DFF | 2112
muxes | 1391
and+or+nand+nor | 2588
layout make-up:
class | instances | area (um2)
fillers | 34550 | 243300
flip-flops and latches | 2112 | 62780
multi-input cells | 4568 | 45550
clock buffers | 290 | 6195
well taps | 4950 | 6193
repair buffers | 483 | 3844
clock inverters | 133 | 1463
diodes | 34 | 85.08
inverters | 6 | 32.53
registers in the layout (all words and copies together) (netlist names):
register	cells
src2	32
REG	2048
src1	32
worst register-to-register path, delay by kind of cell (launching register included):
family / cells / cell delay [ps]
compound gates: 3 / 1360
mux: 2 / 1060
flops: 1 / 400
Yosys cell counts (25+ instances only):
cell and n:
a211oi_1 25, a21oi_1 99, a221oi_1 29, and2_1 2052, buf_1 66, buf_2 98
buf_4 91, clkbuf_1 540, dfxtp_1 64, edfxtp_1 2048, mux2_2 68, mux2i_1 406
mux4_2 917, nand2_1 136, nand3_1 54, nor2_1 160, nor2b_1 33, o21ai_0 33
o221ai_1 116, o22ai_1 163, o31ai_1 26, or2_2 66
No activity file was given, so power comes from the tool's default toggle rates.
