**config.mk**
```make
export PLATFORM = sky130hd
export DESIGN_NAME = regfile_sipo
export DESIGN_NICKNAME = regfile_sipo
export VERILOG_FILES = /design/flow/design.v
export SDC_FILE = /design/flow/constraint.sdc
export NUM_CORES = 4
export LEC_CHECK = 1
export CORE_UTILIZATION = 30
```
**constraint.sdc**
```tcl
current_design regfile_sipo

set clk_period 58.5
set clk_io_pct 0.2

create_clock -name clk0 -period $clk_period [get_ports {clk}]

set non_clock_inputs [all_inputs -no_clocks]
set_input_delay [expr $clk_period * $clk_io_pct] -clock clk0 $non_clock_inputs
set_output_delay [expr $clk_period * $clk_io_pct] -clock clk0 [all_outputs]
```
**run.sh**
```bash
#!/bin/bash
# OpenROAD 26Q1-2900-gdf79404cd8, Yosys 0.63+post, stock flow scripts
make -C /OpenROAD-flow-scripts/flow DESIGN_CONFIG=/design/flow/config.mk WORK_HOME=/design/flow/orfs finish
```
**design.v**
```verilog
`timescale 1ns/10ps
module regfile_sipo (clk,rst,reg_enable,reg_write,
				src_addr,write_addr,write_data,src1,src2,src3,src4,src5);
input 						clk;
input 						rst;
input 						reg_enable;
input 						reg_write;
input 	[7-1:0]		src_addr;
input 	[7-1:0]		write_addr;
input   [32-1:0]		write_data;
output        [32-1:0]		src1;
output 	[32-1:0]		src2;
output 	[32-1:0]		src3;
output 	[32-1:0]		src4;
output 	[32-1:0]		src5;		
reg		[32-1:0]		src1;
reg		[32-1:0]		src2;	
reg		[32-1:0]		src3;
reg		[32-1:0]		src4;
reg		[32-1:0]		src5;	
reg		[32-1:0]		REG [128-1:0];
integer i;
always@(posedge clk)begin
	if(rst)begin
		for(i=0; i<128;i=i+1)
			REG[i] <=32'b0;
		src1 <=32'b0;
		src2 <=32'b0;
		src3 <=32'b0;
		src4 <=32'b0;
		src5 <=32'b0;
		end
	else begin
		if(reg_enable)begin
			if(reg_write)
				REG[write_addr] <=write_data;
			else begin
				src1 <=REG[src_addr]  ;
				src2 <=REG[src_addr+1];
				src3 <=REG[src_addr+2];
				src4 <=REG[src_addr+3];
				src5 <=REG[src_addr+4];
				end
			end
		else begin
			src1 <=32'b0;
			src2 <=32'b0;
			src3 <=32'b0;
			src4 <=32'b0;
			src5 <=32'b0;
			end
		end
	end
endmodule
```
==> summary.txt <==
outcome - finished, violations left
failing checks - capacitance limit, slew limit
clock insertion delay at the later pin of the skew report - 1.16 ns
CTS tree - done
Mux area share - 0.386
DR pass1 iterations - 9
Leakage Power - 0.112 µW
fp util - 0.301
placed cell count - 33298
XOR/XNOR Fraction of Synth Area - 0.000881
CTS max path bufs - 4
setup TNS - 0 ns
Core Rows - 368
PD cells - 27.8 mW/mm²
Setup Buffers After CTS - 0
Rel. slew slack - -0.543
layout cells sized above 1 - 0.372
placed cell area - 0.324 mm²
cycle use final - 0.328
Req. time, crit path - 59.55 ns
count leader, synth - mux4_2
synthesized cell area - 0.302 mm²
count of buffers from port buffering - 209
Post-synth area hogs - edfxtp_1, mux4_2, and2_1
worst vdd rail ir drop - 45.2 µV
worst hold-check path type - reg -> reg
Final Skew - 0.114 ns
cts hold-fix bufs - 0
post-synth cell types - 70
max cap viols - 16
Max Freq - 52.2 MHz
adder-cell share of the synthesized area - 0.000207
TritonCTS buffer count - 482
Setup CP Type - in -> reg
Hold Path End - src2[31]
Seq share, synth - 0.417
Clock transition at path regs - 0.06 ns
Finished Cell Area - 0.343 mm²
ys cells - 20804
simple share - 0.125
Final Hold Fails - 0
grt total ovfl - 0
first-pass GRT wire length - 2250000 µm
FFs w/ async S/R, synth - 0
top sig layer - met5
Synth area leader - edfxtp_1
# DRC - 0
CTS root buf - clkbuf_16
Top logic family - multiplexers
worst hold start - src2[31]
Post-Synth AOI/OAI Area - 0.0343
flops out of synthesis - 4256
Die X - 1010 µm
final setup vio count - 0
htree depth - 5
Overall Global Routing Usage - 0.360
reg2reg start - REG[33][23]
Core Util, Final - 0.342
DRT antenna net count - 0
initial antenna violation count - 384
Worst EP arrival - 20.23 ns
synth cell count leaders - mux4_2, and2_1, edfxtp_1, nand2_1, clkbuf_1
Synth Instances - 20804
number of global-route vias before repair - 227688
Tool Warnings - 30
num ports - 210
Max Slew Vio Count - 123
met3 wire length - 392000 µm
CP Max Fanout - 96
Worst setup EP type - flop
post-route met1 wirelength - 459000 µm
Worst R2R Path Depth - 6
via-per-instance ratio - 6.57
Synth Flop Type - edfxtp_1
routed wl met2 - 666000 µm
WHS Path Cells - 2
DPL Wire Length - 1210000 µm
area grow syn2layout - 13.4%
Clock Sinks - 4256
die area - 1.01 mm²
yosys stat area - 0.302 mm²
Avg Inst Size Synth - 14.5 µm²
total power - 9530 µW
synth warn - 1
Die Ht - 1010 µm
total vias in the final route - 231014
routability cong. - 1.14
Worst Tran Pin Value - 2.31 ns
Worst R2R End - src4[23]
routed wire length per instance - 49.4 µm
unrepaired setup endpoints after global routing - no
largest net degree at the start of global routing - 100
CP Launch Type - input pin
post-CTS sizing - 0
CORE AREA - 1.00 mm²
DRT iter0 DRCs - 25392
Non-Filler Instances - 35144
count of library flops with an enable pin - 4096
final wirelength - 1740000 µm
Period minus WS final - 19.17 ns
r2r setup slk - 54.44 ns
Area leader share - 0.407
[layout make-up]
| cell class | count | area (µm²) |
|---|---|---|
| clock buffers | 602 | 12900 |
| repair buffers | 1656 | 13500 |
| inverters | 4 | 41.3 |
| fillers | 94524 | 661000 |
| flip-flops and latches | 4256 | 126000 |
| well taps | 13320 | 16700 |
| multi-input cells | 14064 | 168000 |
| clock inverters | 307 | 3710 |
| diodes | 935 | 2340 |
[how the worst max path moves through the flow]
stage	slack (ns)	end	startpoint	cells after the start
4_1_cts	39.33	src5[1]	src_addr[0]	17
5_1_grt	38.59	src5[1]	src_addr[0]	17
6_report	39.33	src5[1]	src_addr[0]	17
[worst max-delay path, cell delays in order]
cell and delay, ns:
buf_16 0.16, buf_4 0.64, buf_4 0.60, buf_4 0.63, buf_12 0.51, buf_12 0.60
buf_4 0.63, buf_4 0.70, buf_4 0.58, buf_4 0.59, mux4_2 0.62, mux4_2 0.65
nand2_1 0.16, nand2_1 0.34, o221ai_1 0.43, a31oi_1 0.10, a22o_1 0.23
[per-layer routing]
layer / vias to the layer above / global-route usage
li1: 84478 / -
met1: 115573 / 0.320
met2: 24685 / 0.440
met3: 5887 / 0.357
met4: 391 / 0.304
met5: - / 0.226
[registers in the layout, summed over array words and instances (netlist names)]
name and flops:
REG 4096, src5 32, src4 32, src3 32, src1 32, src2 32
[where the power goes]
| part | switching, µW | total (µW) | internal [µW] |
|---|---|---|---|
| combinational | 1620 | 2540 | 914 |
| clock | 1420 | 3300 | 1880 |
| sequential | 200 | 3700 | 3500 |
[stage by stage]
stage               worst slack, ns  hold slack (ns)
floorplan                     42.57            0.401
global placement              38.22            0.476
detailed placement            38.19            0.483
CTS                           39.33            0.503
global route                  38.59            0.540
finish                        39.33            0.510
[logic make-up (layout without fill, tap and decap cells)]
| group | after synthesis | in the layout |
|---|---|---|
| simple gates | 6900 | 6900 |
| mux | 5651 | 5651 |
| flops | 4256 | 4256 |
| buf+inv | 2484 | 2569 |
| compound gates | 1481 | 1481 |
| xor+xnor | 27 | 27 |
| fa+ha+maj | 5 | 5 |
| other cells | 0 | 935 |
[layout by cell type, fill, tap and decap left out, types with 78 or more instances in the layout]
cell | Yosys | layout
mux2i_1 | 610 | 610
mux2_2 | 265 | 265
clkbuf_1 | 1475 | 86
edfxtp_1 | 4096 | 4096
a221oi_1 | 130 | 123
a21oi_1 | 181 | 173
or2_2 | 131 | 130
nor3_1 | 114 | 103
and2_1 | 4113 | 4111
a31oi_1 | 126 | 125
nor2_4 | 0 | 147
dfxtp_1 | 160 | 153
nand4_1 | 80 | 80
clkdlybuf4s50_1 | 0 | 169
nand3_1 | 349 | 345
buf_4 | 216 | 1427
diode_2 | 0 | 935
mux4_2 | 4776 | 4776
nor2_1 | 328 | 166
clkinv_2 | 1 | 92
o22ai_1 | 246 | 242
clkbuf_16 | 0 | 487
nand2_1 | 1655 | 1640
a221o_1 | 78 | 78
o21ai_0 | 229 | 216
Power and IR drop assume default switching activity.
