--- run.sh ---
#!/bin/bash
# OpenROAD 26Q1-2900-gdf79404cd8, Yosys 0.63+post, stock flow scripts
make -C /OpenROAD-flow-scripts/flow DESIGN_CONFIG=/design/flow/config.mk WORK_HOME=/design/flow/orfs finish
--- config.mk ---
export PLATFORM = sky130hd
export DESIGN_NAME = ALU
export DESIGN_NICKNAME = ALU
export VERILOG_FILES = /design/flow/design.v
export SDC_FILE = /design/flow/constraint.sdc
export NUM_CORES = 4
export LEC_CHECK = 1
export CORE_UTILIZATION = 50
--- constraint.sdc ---
current_design ALU

set clk_period 14.0
set clk_io_pct 0.2

create_clock -name clk0 -period $clk_period

set non_clock_inputs [all_inputs -no_clocks]
set_input_delay [expr $clk_period * $clk_io_pct] -clock clk0 $non_clock_inputs
set_output_delay [expr $clk_period * $clk_io_pct] -clock clk0 [all_outputs]
--- design.v ---
`timescale 1ns/10ps
module ALU (alu_enable, alu_op, src1, src2, alu_out, alu_overflow);
input 				alu_enable;
input 	[4-1:0] 	alu_op;
input 	[32-1:0] 	src1;
input 	[32-1:0] 	src2;
output 	[32-1:0] 	alu_out;
output 				alu_overflow;
reg		[32-1:0]		alu_out;
reg						alu_overflow;
reg		[63:0]				temp;
always@(*)begin
	alu_overflow = 1'b0;
	if(alu_enable)begin
		case(alu_op)
			4'b0000	:	begin
							alu_out = src1 + src2;
							if((src1[31]==0 && src2[31]==0 && alu_out[31]==1)||
							   (src1[31]==1 && src2[31]==1 && alu_out[31]==0))
								alu_overflow = 1'b1;
							else
								alu_overflow = 1'b0;
							end
			4'b0001	:	begin
							alu_out = src1 - src2;
							if((src1[31]==0 && src2[31]==1 && alu_out[31]==1)||
							   (src1[31]==1 && src2[31]==0 && alu_out[31]==0))
								alu_overflow = 1'b1;
							else
								alu_overflow = 1'b0;
							end
			4'b0010	:	alu_out = src1 & src2;
			4'b0011	:	alu_out = src1 | src2;
			4'b0100	:	alu_out = src1 ^ src2;
			4'b0101	:	alu_out = ~(src1 | src2);
			4'b0110	:	alu_out = src1 >> src2;
			4'b0111	:	begin
							temp = {src1,src1};
							temp = temp >> src2;
							alu_out = temp[31:0];
			                                end
			4'b1000      :     alu_out = ~src1                           ;
			4'b1001     :     alu_out = ~(src1 & src2)                  ;
			4'b1010      :     begin
							if( src1[31]==0 && src2[31]==0 && src1>src2 || src1[31]==0 && src2[31]==1 || src1[31]==1 && src2[31]==1 && src1[30:0]>src2[30:0]  ) 
								alu_out = src1; 
							else 
								alu_out = src2;
						end
			4'b1011      :     begin
							if(src1[31]==0 && src2[31]==0 && src1>src2 || src1[31]==0 && src2[31]==1 || src1[31]==1 && src2[31]==1 && src1[30:0]>src2[30:0]) 
								alu_out = src2; 
							else 
								alu_out = src1;
						end
			4'b1100      :     begin
							if(src1[31]==1) 
								alu_out = 33'b100000000000000000000000000000000-src1; 
							else 
								alu_out = src1;
						end
			4'b1101     :     begin
							if(src1[31]==0 && src2[31]==0 && src1>src2 || src1[31]==0 && src2[31]==1 || src1[31]==1 && src2[31]==1 && src1[30:0]>src2[30:0])  
								alu_out = 32'd0; 
							else
								alu_out = 32'd1;
						end
			4'b1110      :     alu_out = src1 << src2;
			4'b1111     :     begin
							temp = {src1,src1};
							temp = temp << src2;
							alu_out = temp[63:32];
						end
			endcase
		end
	else 
		alu_out = 32'b0;
	end
endmodule
==> results.tsv <==
metric	value	unit
status	finished clean	
Netlist cell types	83	
Post-synth seq share	0	%
Worst EP arrival	9.06	ns
ANT nets after route	0	
ys cells	2030	
Post-Syn Instances	2030	
final hold vios	0	
Die X-Extent	164	µm
critical path peak fanout	26	
GRT overflow	0	
fin cells	2349	
worst hold path type	in2out	
row cnt	58	
RSZ-0062 raised after global routing	no	
PortBufs	102	
yosys synthesis warning count	1	
Tightest Pin Transition	1.23	ns
Avg WL per Cell	32.6	µm
Die Size	0.0268	mm²
registers	0	
cell taking the most area after synthesis	ha_1	
startpoint type of the worst setup path	input pin	
# Post-CTS Setup Buffers	0	
via count	18100	
fillcell total	2493	
Initial DRC Count	3141	
OpenROAD warning count	99	
hold path start	src2[1]	
internal power	0.208	mW
cts hold-fix bufs	0	
Min-Delay Path Depth	5	
first-pass GRT wire length	111000	µm
fraction of layout instances using a drive strength above 1	8.80	%
post-DP HPWL	55700	µm
Req. time, crit path	11.20	ns
Slew Viols, Final	0	
initial antenna violation count	8	
IO Count	102	
number of vias per cell	7.69	
Residual DRC	0	
crit path capture type	primary output	
area of the multi-input gates	0.0119	mm²
post_cts resized	0	
Core Region	0.0254	mm²
iteration count of the initial detailed-routing pass	8	
Switch Pwr	0.378	mW
Yosys chip area	0.0131	mm²
cell count after placement	2342	
Max-slew headroom	15.6	%
Synth Cell Area	0.0131	mm²
Dominant cell area share	9.49	%
static leakage	5.20	nW
TNS Setup	0	ns
area delta synth->final	9.51	%
register area	0	µm²
Placer Congestion	1.17	
P per Cell Area	41.0	mW/mm²
Tcrit/Tclk final	84.7	%
Die Height	164	µm
GRT Overall Usage	58.2	%
Switching Share	64.5	%
WHS Endpoint	alu_out[1]	
final critical-path required period	11.86	ns
Max Freq	84.3	MHz
clock buf count	0	
final wirelength	76500	µm
kind of critical path	in2out	
peak supply drop	0.0395	mV
Post-synth area hogs	ha_1, mux4_2, nor2_1, a21oi_1, mux2i_1	
Max Cap Viol	0	
initial core utilization	51.4	%
syn avg cell area	6.43	µm²
via count of the first global-routing pass	16400	
largest net degree at the start of global routing	56	
Final setup viols	0	
critical path: stages:
cell and delay, ns:
clkdlybuf4s50_1 0.98, inv_1 0.19, ha_1 0.48, nor4_1 1.02, o31ai_1 0.23, a311oi_1 0.79, o31ai_1 0.17, o211ai_1 0.18
a311o_1 0.30, o21ai_1 0.15, a21oi_2 0.33, buf_4 0.43, a22oi_1 0.12, a221oi_1 0.34, clkdlybuf4s50_1 0.52
synth_stat cells (16+ instances only):
cell	instances
o21ai_0	134
nor2_1	267
mux2_2	19
xnor2_1	68
nand2_1	169
mux4_2	46
nand3_1	43
nor2b_1	18
nor4_1	27
a22oi_1	27
buf_1	21
nand2b_1	21
o31ai_1	19
a211oi_1	40
o22ai_1	43
ha_1	99
a31oi_1	41
a221oi_1	33
buf_2	16
mux2i_1	67
inv_1	95
a21oi_1	186
o211ai_1	22
nor3_1	70
o221ai_1	23
clkbuf_1	155
cell type report:
type / count / area share (%)
diodes: 7 / 0.123
multi-input cells: 1731 / 83.4
repair buffers: 179 / 10.9
well taps: 330 / 2.89
inverters: 102 / 2.68
cell families after synthesis:
family / Yosys count / synth area share (%)
muxes: 132 / 14.7
and+or+nand+nor: 696 / 24.6
xor gates and xnor gates: 73 / 4.90
adders and majority gates: 101 / 9.80
buffers and inverters: 299 / 8.92
AOI/OAI and AO/OA: 729 / 37.1
placed cells by master, fill, tap and decap left out, drive strengths merged, types with 11 or more instances in the layout:
master,synthesis,final
nor2b,18,18
or4,13,13
inv,96,97
and2,13,13
o22ai,43,43
o32ai,13,13
nor3,71,71
a21oi,187,187
o21ai,135,135
a221oi,34,34
a22oi,27,27
o22a,12,12
a2111oi,11,11
or3,12,12
nand2,169,169
nor4,28,28
mux2i,67,67
mux2,19,19
xnor2,68,68
ha,99,99
nor2,267,267
a31oi,41,41
o211ai,23,23
mux4,46,46
o21bai,12,12
o31ai,19,19
nand3,43,43
o41ai,11,11
clkdlybuf4s50,0,94
a211oi,40,40
a32oi,12,12
nand2b,21,21
o221ai,23,23
buf,42,85
routing by layer:
layer | GRT usage [%] | vias up | part of all wire [%]
met4 | 37.0 | 12 | 9.3
met1 | 72.1 | 8249 | 35
met5 | 1.89 | - | 0.16
met3 | 30.7 | 486 | 17
li1 | - | 7618 | -
met2 | 78.4 | 1704 | 38
worst max-delay path by stage:
stage	start	end	cells after the start
6_report	src1[3]	alu_out[13]	15
5_1_grt	src1[3]	alu_out[16]	15
4_1_cts	src1[3]	alu_out[13]	15
metrics by stage:
stage | power (mW) | util, % | hold WS (ns) | area [µm²] | setup WS, ns
after floorplan | 0.351 | - | 5.67 | 13100 | 4.29
after global placement | 0.546 | 56.2 | 6.55 | 14300 | 2.68
after detailed placement | 0.547 | 56.2 | 6.57 | 14300 | 2.47
after CTS | 0.550 | 56.2 | 6.57 | 14300 | 2.44
after global routing | 0.609 | 56.2 | 6.63 | 14300 | 2.06
final | 0.586 | 56.3 | 6.57 | 14300 | 2.14
power groups by stage:
stage,combinational (mW),clock (mW),sequential [mW]
after global routing,0.609,0,0
after CTS,0.550,0,0
No activity file was given, so power comes from the tool's default toggle rates.
